==> flow/design.v <==
`timescale 1ns / 1ps
module Seven_Seg_Display(
    input clk,
    input btn0, btn1,
    output [6:0] ck_io
    );
    enum {ZERO, ONE, TWO, THREE, FOUR, FIVE, SIX, SEVEN, EIGHT, NINE} 
            cur_state, nex_state;
    logic [6:0] leds;
    logic increment, reset, increment_down;  
    assign ck_io = leds;
    assign increment = btn0;
    assign reset = btn1;
    always_ff @( posedge clk ) begin
        if(reset)  
            cur_state <= ZERO;
        else if(increment & ~increment_down)  
            cur_state <= nex_state;
        else
            cur_state <= cur_state;  
        if(increment)  
            increment_down <= 1;
        else if(~increment)  
            increment_down <= 0;
        else
            increment_down <= increment_down;  
    end
    always_comb begin
        case (cur_state) 
            ZERO: begin 
                nex_state = ONE;
                leds = 7'b1110111;  
            end
            ONE: begin 
                nex_state = TWO;
                leds = 7'b0010100;  
            end
            TWO: begin 
                nex_state = THREE;
                leds = 7'b1011011;  
            end
            THREE: begin 
                nex_state = FOUR;
                leds = 7'b1011101;  
            end
            FOUR: begin 
                nex_state = FIVE;
                leds = 7'b0111100;  
            end
            FIVE: begin 
                nex_state = SIX;
                leds = 7'b1101101;  
            end
            SIX: begin 
                nex_state = SEVEN;
                leds = 7'b0101111;  
            end
            SEVEN: begin 
                nex_state = EIGHT;
                leds = 7'b1010100;  
            end
            EIGHT: begin 
                nex_state = NINE;
                leds = 7'b1111111;  
            end
            NINE: begin 
                nex_state = ZERO;
                leds = 7'b1111100;  
            end
            default: begin
                nex_state = ZERO;
                leds = 7'b0001000;  
            end
        endcase
    end
endmodule
==> flow/run.sh <==
#!/bin/bash
# OpenROAD 26Q1-2900-gdf79404cd8, Yosys 0.63+post, stock flow scripts
make -C /OpenROAD-flow-scripts/flow DESIGN_CONFIG=/design/flow/config.mk WORK_HOME=/design/flow/orfs finish
==> flow/config.mk <==
export PLATFORM = sky130hd
export DESIGN_NAME = Seven_Seg_Display
export DESIGN_NICKNAME = Seven_Seg_Display
export VERILOG_FILES = /design/flow/design.v
export SDC_FILE = /design/flow/constraint.sdc
export NUM_CORES = 4
export LEC_CHECK = 1
export CORE_AREA = 10 10 84 84
export DIE_AREA = 0 0 94 94
==> flow/constraint.sdc <==
current_design Seven_Seg_Display

set clk_period 3.5
set clk_io_pct 0.2

create_clock -name clk0 -period $clk_period [get_ports {clk}]

set non_clock_inputs [all_inputs -no_clocks]
set_input_delay [expr $clk_period * $clk_io_pct] -clock clk0 $non_clock_inputs
set_output_delay [expr $clk_period * $clk_io_pct] -clock clk0 [all_outputs]
==> CHANGELOG.md <==
## Flow update

- Clock transition at the registers of the reported paths: around 0.060 ns
- Skew final: about 0.0032 ns
- Setup TNS: 0 ns
- Inst Count DP: 139
- Hold Crit Class: flop to flop
- Area post-placement: ~870 µm²
- RR Startpoint: increment_down$_DFF_P_
- Postcts setup bufs: 0
- Max Slew Vio Count: 0
- Netlist Area Pre-Place: around 720 µm²
- Core area: 5200 µm²
- Simple-Gate Area Share: about 14%
- # Cells Yosys: approximately 62
- Reg area: between 300 and 400 µm²
- Die H: 94 µm
- Vias in the first global route: roughly 440
- Max-cap violations: 0
- # DRC: 0
- Pin count of the biggest net entering global routing: 12
- Power density over the cells: between 400 and 500 nW/µm²
- Main area contributors: dfxtp_1 (45%), ha_1 (10%), mux2i_1 (7.0%)
- Pre-CTS setup slack: 0.706 ns
- Startpoint Class: primary input
- Synthesized registers: 16
- Adder share: 10.5%
- Area leader, netlist: dfxtp_1
- Clk latency late pin: 0.24 ns
- RSZ-0062 raised after global routing: false
- Post-synth seq share: 44.6%
- Final hold violations: 0
- OpenROAD warning count: 30
- Max-slew headroom: 72.5%
- Routed len/inst: just under 9 µm
- Chip area: between 8000 and 9000 µm²
- Clock Sinks: 16
- Flop2flop setup slack: ~1.6 ns
- Critical Path Sink: nex_state[3]$_DFF_P_
- Crit path cell chain: clkdlybuf4s50_1 -> nand2b_2 -> mux2i_1 -> nor2_1 -> inv_1 -> ha_1 -> and4bb_4 -> a31o_1
- Initial DRT Pass Iterations: 4
- DRT iter0 DRCs: 12
- Detail-routed via count per cell: between 3 and 4
- Arr. time, crit path: approximately 2.7 ns
- Initial antenna violation count: 0
- CP Launch Point: btn0
- Top logic family: AND-OR/OR-AND gates
- Layout cells sized above 1: between 10% and 20%
- Buffers plus inverters on the worst setup path: 2
- Worst slew pin tran: between 0.4 and 0.5 ns
- CP max stage cell: clkdlybuf4s50_1
- Yosys warnings: 1
- DIE WIDTH: around 94 µm
- Number of port buffers: 9
- Fin cells: between 100 and 150
- Crit path depth: 8
- Final setup fails: 0
- HPWL after detailed placement: a little under 1000 µm
- GPL Wtd Cong: between 0.7 and 0.8
- CP top delay family: simple AND/OR/NAND/NOR gates
- Complex Gates by Area: 15.9%
- Layout fillers: 597
- First-pass GRT wire length: 2090 µm
- Critical Path End Type: flop
- Worst R2R Path Depth: 7
- MI comb area: ~350 µm²
- Synth Area in XOR/XNOR: 0%
- FP Util: around 14%
- Post-synth top area share: between 40% and 50%
- H-tree levels: 1
- Clock Tree Root: clkbuf_8
- Critical path class: primary input to flop
- Crit-path max FO: 6
- CP max stage delay: between 0.5 and 0.6 ns
- Post-CTS Resized: 0
- Total congestion overflow: 0
- Fmax: 395 MHz
- LEAKAGE: about 0.4 nW
- Clock buffer count from CTS: 3
- Status: completed
- Post-Route Utilization: between 15 and 20%
- Distinct lib cells: 26
- Min Tclk post-route: 2.53 ns
- Site row count: 26
- Yosys Chip Area: ~720 µm²
- Cts hold-fix bufs: 0
- Post-route ant nets: 0
- Max Buffers Root-to-Sink: 2
- # diodes: 0
- Peak supply drop: 0.151 mV
- Syn avg cell area: approximately 12 µm²
- Hold path depth: 1
- Setup slack after layout: about 0.97 ns
- Routed WL: 1260 µm
- Routed vias: 440
- Area delta synth->final: 29.3%
- Crit path DRT: 3.64 ns
- Mux cell area share: 9.06%
- CTS tree: built
- Crit share post-route: about 72%
- Top Ports: 10
- Cell area after layout: 928 µm²
- Reg2reg end: nex_state[3]$_DFF_P_
- Aggregate global-route resource usage: 2.99%
- Gate Count Post-Synth: about 62
## sequential cells by signal (all words and copies together), names as in the netlist
name,count
cur_state,4
increment_down,1
nex_state,4
ck_io,7
## synth_stat cells
cell and count:
o21bai_1 1, ha_1 6, mux2_4 1, a31o_2 1, nand2b_1 1, and2_1 1
dfxtp_1 16, a31o_1 2, buf_6 2, nand2_1 1, nor2_1 3, or2_2 1
mux2i_1 5, a21oi_1 1, and4bb_4 2, o21ai_2 1, nand2b_2 1, and4bb_1 1
nand4bb_1 1, o21ai_1 3, a21o_1 2, inv_2 2, a31oi_4 1, inv_1 4
o22ai_1 1, o311ai_1 1
## cell families (layout without fill, tap and decap cells)
| family | count (synthesis) | in the layout |
|---|---|---|
| AOI/OAI and AO/OA | 14 | 14 |
| and+or+nand+nor | 12 | 12 |
| muxes | 6 | 6 |
| adders and majority gates | 6 | 6 |
| DFF | 16 | 16 |
| buffers and inverters | 8 | 19 |
## where the power goes
part	total, W	internal, W	switching, W
combinational	0.0000350	0.0000202	0.0000148
clock	0.000158	0.0000996	0.0000588
sequential	0.000193	0.000191	0.00000245
total	0.000387	0.000311	0.0000760
## layout by cell type (no fill, tap or decap), types with 2 or more instances in the layout
cell and count:
inv_2 2, clkbuf_8 4, o21ai_1 3, dfxtp_1 16, a21o_1 2, inv_1 4
and4bb_4 2, mux2i_1 5, ha_1 6, a31o_1 2, nor2_1 3, clkdlybuf4s50_1 9
## how the worst min path moves through the flow
| stage | start | to | slack, ns |
|---|---|---|---|
| 6_report | cur_state[0]$_SDFFE_PP0N_ | cur_state[0]$_SDFFE_PP0N_ | 0.49 |
| 5_1_grt | cur_state[0]$_SDFFE_PP0N_ | cur_state[0]$_SDFFE_PP0N_ | 0.54 |
| 4_1_cts | cur_state[0]$_SDFFE_PP0N_ | cur_state[0]$_SDFFE_PP0N_ | 0.50 |
## stage by stage
stage / power [W] / hold WS (ns)
after floorplan: 0.000217 / 0.467
after global placement: 0.000233 / 0.482
after detailed placement: 0.000233 / 0.485
after CTS: 0.000393 / 0.499
after global routing: 0.000407 / 0.537
final: 0.000387 / 0.495
## final cells by class
class / instances / share of cell area (%)
clock buffer: 4 / 5.93
inverter: 6 / 2.43
multi-input combinational: 38 / 38.0
sequential: 16 / 34.5
tap: 70 / 9.43
timing repair buffer: 9 / 9.70
## layer usage
metal  up-vias  global-route usage [%]  share of wire (%)
li1        239                       -                  -
met1       186                    4.42                 55
met2        13                    3.46                 31
met3         2                    2.02                 13
met4         0                   0.380               0.79
met5         -                       0                  0
Power and IR drop assume default switching activity.
